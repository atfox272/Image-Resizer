==> /design/flow/config.mk <==
export PLATFORM = sky130hd
export DESIGN_NAME = ImgRszCegDiv
export DESIGN_NICKNAME = ImgRszCegDiv
export VERILOG_FILES = /design/flow/design.v
export SDC_FILE = /design/flow/constraint.sdc
export NUM_CORES = 4
export LEC_CHECK = 1
export CORE_UTILIZATION = 40
==> /design/flow/constraint.sdc <==
current_design ImgRszCegDiv

set clk_period 14.7
set clk_io_pct 0.2

create_clock -name clk0 -period $clk_period [get_ports {Clk}]

set non_clock_inputs [all_inputs -no_clocks]
set_input_delay [expr $clk_period * $clk_io_pct] -clock clk0 $non_clock_inputs
set_output_delay [expr $clk_period * $clk_io_pct] -clock clk0 [all_outputs]
==> /design/flow/design.v <==
package ImgRszPkg;
    parameter IMG_WIDTH_MAX_SIZE    = 1024;
    parameter IMG_HEIGHT_MAX_SIZE   = 1024;
    parameter IMG_WIDTH_IDX_W       = $clog2(IMG_WIDTH_MAX_SIZE);
    parameter IMG_HEIGHT_IDX_W      = $clog2(IMG_HEIGHT_MAX_SIZE);
    parameter RSZ_ALGORITHM         = "AVR-POOLING";     
    parameter RSZ_IMG_WIDTH_SIZE    = 8;
    parameter RSZ_IMG_HEIGHT_SIZE   = 8;
    parameter RSZ_IMG_WIDTH_IDX_W   = $clog2(RSZ_IMG_WIDTH_SIZE);
    parameter RSZ_IMG_HEIGHT_IDX_W  = $clog2(RSZ_IMG_HEIGHT_SIZE);
    parameter PXL_PRIM_COLOR_NUM    = 1;     
    parameter PXL_PRIM_COLOR_W      = 8;     
    parameter RSZ_PXL_FWD_SER       = 0;     
    parameter RSZ_PXL_FWD_TYP       = "ROW"; 
    parameter RSZ_PXL_FWD_VLD_W     = (RSZ_PXL_FWD_SER == 1    ) ? 1                                        :    
                                      (RSZ_PXL_FWD_TYP == "ROW") ? RSZ_IMG_HEIGHT_SIZE                      :    
                                      (RSZ_PXL_FWD_TYP == "COL") ? RSZ_IMG_WIDTH_SIZE                       :    
                                      (RSZ_PXL_FWD_SER == "PXL") ? RSZ_IMG_WIDTH_SIZE*RSZ_IMG_HEIGHT_SIZE   :    
                                                                   0;                                            
    parameter RSZ_PXL_FWD_RDY_W     = (RSZ_PXL_FWD_SER == "PXL") ? 1                                        :    
                                                                   RSZ_PXL_FWD_VLD_W;
    parameter RSZ_PXL_FWD_ARR_W     = (RSZ_PXL_FWD_SER == "PXL") ? 1                    :    
                                      (RSZ_PXL_FWD_TYP == "ROW") ? RSZ_IMG_HEIGHT_SIZE  :    
                                      (RSZ_PXL_FWD_TYP == "COL") ? RSZ_IMG_WIDTH_SIZE   :    
                                                                   1;                        
    parameter BLK_WIDTH_MAX_SZ_W    = IMG_WIDTH_IDX_W - RSZ_IMG_WIDTH_IDX_W;     
    parameter BLK_HEIGHT_MAX_SZ_W   = IMG_HEIGHT_IDX_W - RSZ_IMG_HEIGHT_IDX_W;   
    parameter BLK_MAX_SZ_W          = BLK_WIDTH_MAX_SZ_W + BLK_HEIGHT_MAX_SZ_W;  
    parameter BLK_SUM_MAX_W         = PXL_PRIM_COLOR_W + BLK_MAX_SZ_W;           
    parameter RSZ_AVR_DIV_TYPE      = 1;     
    typedef logic        [BLK_SUM_MAX_W-1:0]                                    BlkVal_t;        
    typedef BlkVal_t     [PXL_PRIM_COLOR_NUM-1:0]                               FcBlkVal_t;      
    typedef BlkVal_t     [RSZ_IMG_HEIGHT_SIZE-1:0]  [RSZ_IMG_WIDTH_SIZE-1:0]    BlkBuf_t;        
    typedef BlkBuf_t     [PXL_PRIM_COLOR_NUM-1:0]                               FcBlkBuf_t;      
    typedef logic        [PXL_PRIM_COLOR_W-1:0]                                 RszPxlData_t;    
    typedef RszPxlData_t [PXL_PRIM_COLOR_NUM-1:0]                               FcRszPxlData_t;  
    typedef RszPxlData_t [RSZ_IMG_HEIGHT_SIZE-1:0]  [RSZ_IMG_WIDTH_SIZE-1:0]    RszPxlBuf_t;     
    typedef RszPxlBuf_t  [PXL_PRIM_COLOR_NUM-1:0]                               FcRszPxlBuf_t;   
    typedef RszPxlData_t [RSZ_IMG_WIDTH_SIZE-1:0]                               RszPxlRow_t;     
    typedef RszPxlRow_t  [PXL_PRIM_COLOR_NUM-1:0]                               FcRszPxlRow_t;   
    typedef RszPxlData_t [RSZ_IMG_HEIGHT_SIZE-1:0]                              RszPxlCol_t;     
    typedef RszPxlRow_t  [PXL_PRIM_COLOR_NUM-1:0]                               FcRszPxlCol_t;   
    parameter RSZ_PXL_FWD_MAX       = RSZ_PXL_FWD_VLD_W;
    parameter RSZ_PXL_FWD_CNT_W     = $clog2(RSZ_PXL_FWD_MAX);
endpackage
module ImgRszCegDiv #(   
   parameter NUMINATOR_W = 40,
   parameter DENOMINATOR_W = 32,
   parameter QUOTIENT_W = 8,      
   localparam DIGIT_COUNTER_W = $clog2(QUOTIENT_W),
   localparam EXTEND_W = ((NUMINATOR_W+1) > (DENOMINATOR_W+QUOTIENT_W)) ? NUMINATOR_W+2 : DENOMINATOR_W+QUOTIENT_W+2
)(
   input    logic                   Clk, Rst,
   input    logic [NUMINATOR_W-1:0]    Numinator,
   input    logic [DENOMINATOR_W-1:0]  Denominator,
   input    logic                      BwVld,
   output   logic                      BwRdy,
   output   logic [QUOTIENT_W-1:0]     Quotient,
   output   logic                      FwVld,
   input    logic                      FwRdy
);
   logic          [NUMINATOR_W-1:0]    Numinator_reg;
   logic          [DENOMINATOR_W-1:0]  Denominator_reg;
   logic                               OprandEn;
   always_ff @(posedge Clk) begin
      if (OprandEn) begin
         Numinator_reg     <= Numinator;
         Denominator_reg   <= Denominator;
      end
   end
   logic signed   [EXTEND_W-1:0]    N_ext, D_ext;
   logic signed   [EXTEND_W-1:0]    Remainder, RemainderShiftLeft;
   logic signed   [EXTEND_W-1:0]    DenominatorMul;
   logic signed   [EXTEND_W-1:0]    RemainderTrial;
   logic signed   [EXTEND_W-1:0]    RemainderRestore_d;
   logic signed   [EXTEND_W-1:0]    RemainderRestore_q;
   logic                            StillDiv;
   logic                            Remainder_isZero, Remainder_isPos, Remainder_isNeg;
   assign N_ext               = Numinator_reg;
   assign D_ext               = Denominator_reg;
   assign Remainder           = StillDiv ? RemainderRestore_q : N_ext;
   assign RemainderShiftLeft  = Remainder << 1;      
   assign DenominatorMul      = D_ext << QUOTIENT_W;     
   assign RemainderTrial      = RemainderShiftLeft - DenominatorMul;
   assign Remainder_isZero = (RemainderTrial == 0);
   assign Remainder_isPos  = (RemainderTrial >= 0);    
   assign Remainder_isNeg  = (RemainderTrial < 0);
   assign RemainderRestore_d = Remainder_isNeg ? RemainderShiftLeft : RemainderTrial;
   always_ff @(posedge Clk)   RemainderRestore_q <= RemainderRestore_d;
   logic [QUOTIENT_W-1:0]        QuotientMem;
   logic [DIGIT_COUNTER_W-1:0]   DigitIdx;
   logic                         Digit;
   logic                         QuotientMemClr, QuotientMemEn;
   logic                         DigitCounterClr, DigitCounterEn;
   assign Quotient = QuotientMem;
   assign Digit = Remainder_isPos;
   always_ff @(posedge Clk) begin
      if (Rst) begin
         QuotientMem <= '0;
      end
      else begin
         if       (QuotientMemClr)  QuotientMem <= '0;
         else if  (QuotientMemEn)   QuotientMem[DigitIdx] <= Digit; 
      end
   end
   always_ff @(posedge Clk) begin
      if (Rst) begin
         DigitIdx <= QUOTIENT_W-1;
      end
      else begin
         if       (DigitCounterClr)  DigitIdx <= QUOTIENT_W-1;
         else if  (DigitCounterEn)   DigitIdx <= DigitIdx - 1'b1;        
      end
   end
   typedef enum {
      Idle_s,
      Div_s,
      DivStill_s,
      DivDone_s
   }  RDCFsm_t;
   RDCFsm_t State, NextState;
   always_ff @(posedge Clk) begin
      if (Rst) begin
         State <= Idle_s;
      end
      else begin
         State <= NextState;
      end
   end
   always_comb begin
      NextState = State;
      case (State)
         Idle_s:
         begin
            if (BwVld)  NextState = Div_s;
            else        NextState = Idle_s;
         end
         Div_s:
         begin
            if (Remainder_isZero)   NextState = DivDone_s;
            else                    NextState = DivStill_s;
         end
         DivStill_s:
         begin
            if (Remainder_isZero)   NextState = DivDone_s;
            else begin
               if (DigitIdx != 0)   NextState = DivStill_s;
               else                 NextState = DivDone_s;
            end
         end
         DivDone_s:
         begin
            if (FwRdy)  NextState = Idle_s;
            else        NextState = DivDone_s;
         end
      default: NextState = Idle_s;
      endcase
   end
   always_comb begin
      case (State)
         Idle_s      : {BwRdy, OprandEn, StillDiv, DigitCounterEn, DigitCounterClr, QuotientMemEn, QuotientMemClr, FwVld} = 8'b1100_1010;
         Div_s       : {BwRdy, OprandEn, StillDiv, DigitCounterEn, DigitCounterClr, QuotientMemEn, QuotientMemClr, FwVld} = 8'b0001_0100;
         DivStill_s  : {BwRdy, OprandEn, StillDiv, DigitCounterEn, DigitCounterClr, QuotientMemEn, QuotientMemClr, FwVld} = 8'b0011_0100;
         DivDone_s   : {BwRdy, OprandEn, StillDiv, DigitCounterEn, DigitCounterClr, QuotientMemEn, QuotientMemClr, FwVld} = 8'b0000_0001;  
         default     : {BwRdy, OprandEn, StillDiv, DigitCounterEn, DigitCounterClr, QuotientMemEn, QuotientMemClr, FwVld} = 8'b1100_1010;
      endcase
   end
endmodule
==> /design/flow/run.sh <==
#!/bin/bash
# OpenROAD 26Q1-2900-gdf79404cd8, Yosys 0.63+post, stock flow scripts
make -C /OpenROAD-flow-scripts/flow DESIGN_CONFIG=/design/flow/config.mk WORK_HOME=/design/flow/orfs finish
==> results_dict.tcl <==
# place-and-route summary
set metrics [dict create \
    outcome "finished clean" \
    ys_async_sr_fraction 0 \
    ys_cells 653 \
    clk_transition_reported_paths_ns 0.06 \
    port_buffers 85 \
    cpMostUsedCell "sky130_fd_sc_hd__buf_4" \
    final-setup-viol-count 0 \
    worstPathBufferInverterCount 3 \
    ys_seq_share 0.486 \
    maxSlewViolCount 0 \
    dr.first_iter.drc_count 218 \
    clockBufferDepth 2 \
    clock_skew_ns 0.00709 \
    dieHeight_um 132 \
    ys_chip_area_um2 6720 \
    syn_area_um2 6720 \
    synth.yosys.warnings 1 \
    final_antenna_net_count 0 \
    global_route.usage.total 0.179 \
    drive_above_1_share 0.130 \
    cts.repair_timing.setup_buffer_count 0 \
    critPathKind "flop to primary output" \
    num_antenna_cells 0 \
    routed-via-count 4887 \
    comb_power_share 0.308 \
    grt_start_max_net_pins 50 \
    synthFlopType "sky130_fd_sc_hd__edfxtp_1" \
    first_pass_grt_wire_length_um 24100 \
    worst_vdd_drop_mv 0.0899 \
    number_of_antenna_violations_at_the_first_check_in_global_routing 0 \
    drtPass1Iterations 4 \
    ctsHoldBuffers 0 \
    floorplan.rows 47 \
    wl_per_cell_um 14.7 \
    yosys_register_bits 127 \
    place_congestion 0.895 \
    finish.instance_area_um2 8410 \
    critical_path.top_delay_family "buffers and inverters" \
    floorplan.io_pins 86 \
    post-route-drc-count 0 \
    chip_area_um2 17300 \
    grt_overflow 0 \
    reg2reg_slack_ns 10.17 \
    power.leakage_nw 3.25 \
    finalSetupTns_ns 0 \
    warnings 28 \
    timing.final.crit_share 0.354 \
    detailed_place.area_um2 7780 \
    p_sw_uw 403 \
    power.switching_fraction 0.307 \
    power_frac_seq 0.355 \
    cts.htree.levels 4 \
    cp.required_ns 11.76 \
    route.final.wire_length_um 14200 \
    floorplanUtilization 0.408 \
    postSynthAreaPerCell_um2 10.3 \
    rsz0062_at_grt "no" \
    crit_fanout 49 \
    worst_setup_path_start_kind "flop" \
    hold_class "flop to flop" \
    layout_min_cycle_time_ns 5.21 \
    cellInternalPower_uw 908 \
    p_per_area_nw_per_um2 156 \
    slowest_delay_ns 0.57 \
    cts_tree "done" \
    synth.distinct_cells 61 \
    post_cts_resize_count 0 \
    final_layout_top_logic_cells "sky130_fd_sc_hd__clkdlybuf4s50_1 (85), sky130_fd_sc_hd__edfxtp_1 (72), sky130_fd_sc_hd__nor2_1 (66)" \
    clock_power_share 0.336 \
    cp_cell_sequence "buf_4 -> nor3_2 -> buf_4 -> clkdlybuf4s50_1" \
    max_clock_freq_ghz 0.192 \
    floorplan.die.width_um 132 \
    grt_pass1_vias 4921 \
    mostFrequentLayoutCell "sky130_fd_sc_hd__clkdlybuf4s50_1" \
    edff_count_synth 72 \
    setup.worst_path.end_class "primary output" \
    netlist_instances 653 \
    arrival_ns 2.27 \
    worst_skew_pair.late_latency_ns 0.41 \
    viasPerCell 5.05 \
    clk_root_buffer_cell "sky130_fd_sc_hd__clkbuf_16" \
    drv_cap 0 \
    numClockSinks 127 \
    numCtsBuffers 17 \
    final-hold-violation-count 0 \
    flow.area_growth_from_synthesis_pct 25.2 \
    cpMaxStageDelayCell "sky130_fd_sc_hd__clkdlybuf4s50_1" \
    worst_pin_slew_ns 0.664 \
    core_area_um2 16500 \
    max-slew-margin-rel 0.556 \
    final_hpwl_dp_um 10400 \
]
## power by group through the flow
| stage | Combinational, mW | Sequential, mW | Clock (mW) |
|---|---|---|---|
| after CTS | 0.406 | 0.467 | 0.451 |
| after global routing | 0.452 | 0.473 | 0.470 |
| final | 0.405 | 0.466 | 0.441 |
## cells in the mapped netlist (all sizes together) (9+ instances only)
library cell | n | share of area
a21oi | 56 | 0.042
ha | 37 | 0.069
inv | 45 | 0.025
xor2 | 13 | 0.017
edfxtp | 72 | 0.32
nand4 | 11 | 0.010
mux2 | 48 | 0.080
nand3 | 14 | 0.010
nor3 | 9 | 0.0067
nor2 | 67 | 0.038
nand2 | 55 | 0.031
clkbuf | 20 | 0.011
dfxtp | 55 | 0.16
o21ai | 30 | 0.022
xnor2 | 19 | 0.025
## per-layer routing
layer / part of all wire / global-route usage / vias to the layer above
met1: 0.49 / 0.278 / 2275
li1: - / - / 2515
met2: 0.46 / 0.282 / 87
met3: 0.038 / 0.0359 / 10
met5: 0 / 0 / -
met4: 0.011 / 0.0181 / 0
## tightest hold or removal path: stages, from the launching register on
cell	delay (ns)
sky130_fd_sc_hd__dfxtp_1	0.31
sky130_fd_sc_hd__nand2_1	0.07
sky130_fd_sc_hd__nor2_1	0.04
## metrics by stage
step / std cells / setup slack (ns) / hold slack [ns] / util / total power [mW]
2_1_floorplan: 653 / 6.19 / 0.417 / - / 0.772
3_3_place_gp: 936 / 9.91 / 0.435 / 0.472 / 0.875
3_5_place_dp: 936 / 9.86 / 0.447 / 0.472 / 0.875
4_1_cts: 968 / 9.41 / 0.455 / 0.511 / 1.32
5_1_grt: 968 / 9.30 / 0.472 / 0.511 / 1.39
6_report: 968 / 9.49 / 0.452 / 0.511 / 1.31
## layout make-up
type	instances	area (um^2)
Fill cell	1469	8060
Clock buffer	19	443
Clock inverter	13	188
Timing Repair Buffer	89	881
Multi-Input combinational cell	455	3190
Sequential cell	127	3260
Inverter	45	169
Tap cell	220	275
## logic make-up (layout without fill, tap and decap cells)
family,count (synthesis),count (layout),share of synthesized area
adder cells (fa/ha/maj),38,38,0.0719
multiplexers,55,55,0.0909
buffers and inverters,71,166,0.0414
XOR/XNOR,32,32,0.0417
AND-OR/OR-AND,141,141,0.138
AND/OR/NAND/NOR,189,189,0.130
flip-flops,127,127,0.486
## path summary, 6_finish.rpt
check             end  cells after the start      from
max             BwRdy                      4  State[1]
min          State[2]                      2  State[0]
max reg2reg  State[3]                     12  State[1]
min reg2reg  State[2]                      2  State[0]
Power is estimated from default activity; no workload was simulated.
